==> flow/design.v <==
module RAM #(
    parameter MEM_DEPTH = 256,   
    parameter ADDR_SIZE = 8     
)(
    input clk,
    input rst_n,
    input rx_valid,
    input [9:0] din,          
    output reg [7:0] dout,    
    output reg tx_valid       
);
reg [ADDR_SIZE-1:0] memory [MEM_DEPTH-1:0];  
reg [7:0] addr_wr;  
reg [7:0] addr_re;  
always @(posedge clk) begin  
    if (!rst_n) begin   
        dout <= 8'b0;
        tx_valid <= 1'b0;
        addr_wr <= 8'b0;
        addr_re <= 8'b0;
    end else begin
        if (rx_valid) begin  
            case (din[9:8])
                2'b00: begin
                    addr_wr <= din[7:0];
                    tx_valid <= 1'b0;
                end
                2'b01: begin
                    memory[addr_wr] <= din[7:0];
                    tx_valid <= 1'b0;
                end
                2'b10: begin
                    addr_re <= din[7:0];
                    tx_valid <= 1'b0;
                end
                2'b11: begin
                    dout <= memory[addr_re];
                    tx_valid <= 1'b1;
                end
            endcase
        end
    end
end
endmodule
module SPI_SLAVE(
    input MOSI , tx_valid , clk , rst_n , ss_n ,
    input [7:0] tx_data ,
    output reg  MISO , rx_valid , 
    output reg [9:0] rx_data  
);
localparam IDLE = 3'b000,
           CHK_CMD = 3'b001,
           WRITE = 3'b010,
           READ_ADD = 3'b011,
           READ_DATA = 3'b100;
reg [2:0] cs , ns ;  
reg ADD_DATA_checker ;  
reg [3:0] counter1 ;  
reg [2:0] counter2 ;  
reg [9:0] bus ;  
always @(posedge clk)
begin
    if(~rst_n) 
        cs <= IDLE;  
    else 
        cs <= ns ;  
end
always @(*) begin
    ns = cs ;  
    case(cs)
        IDLE : begin
            if(ss_n)  
                ns = IDLE;
            else    
                ns = CHK_CMD;  
        end
        CHK_CMD : begin
            if(ss_n)
                ns = IDLE;  
            else begin
                if((~ss_n) && (MOSI == 0))
                    ns = WRITE;  
                else if ((~ss_n) && (MOSI == 1) && (ADD_DATA_checker == 1))
                    ns = READ_ADD;  
                else if ((~ss_n) && (MOSI == 1) && (ADD_DATA_checker == 0))
                    ns = READ_DATA;  
            end
        end
        WRITE : begin
            if(ss_n || counter1 == 4'b1111)  
                ns = IDLE;
            else 
                ns = WRITE;  
        end
        READ_ADD : begin 
            if(ss_n || counter1 == 4'b1111)  
                ns = IDLE;     
            else
                ns = READ_ADD;  
        end
        READ_DATA : begin        
            if(ss_n)
                ns = IDLE;  
            else
                ns = READ_DATA;  
        end
    endcase
end
always @(posedge clk or negedge rst_n) begin
    if (~rst_n) begin
        counter1 <= 9; 
        counter2 <= 7; 
        ADD_DATA_checker <= 1;  
        bus <= 0;
        rx_data <= 0;
        rx_valid <= 0; 
        MISO  <= 0;  
    end
    else begin
        if(cs == IDLE) begin
            rx_valid <= 0;
            counter1 <= 9;  
            counter2 <= 7; 
        end
        else if(cs == WRITE) begin
            if (counter1 >= 0) begin
                bus[counter1] <= MOSI;  
                counter1 <= counter1 - 1;  
            end
            if(counter1 == 4'b1111) begin  
                rx_valid = 1;
                rx_data <= bus;  
            end
        end
        else if (cs == READ_ADD) begin
            if (counter1 >= 0) begin
                bus[counter1] <= MOSI;
                counter1 <= counter1 - 1; 
            end
            if(counter1 == 4'b1111) begin  
                rx_valid <= 1;
                rx_data <= bus;
                ADD_DATA_checker <= 0;  
            end
        end
        else if (cs == READ_DATA) begin
            if (counter1 >= 0) begin
                bus[counter1] <= MOSI;
                counter1 <= counter1 - 1; 
            end
            if(counter1 == 4'b1111) begin  
                rx_valid <= 1;
                rx_data <= bus;
                counter1 <= 9;  
            end
            if(rx_valid == 1) rx_valid <= 0;  
            if(tx_valid == 1 && counter2 >= 0) begin
                MISO <= tx_data[counter2];  
                counter2 <= counter2 - 1;
            end
            if(counter2 == 3'b111) begin
                ADD_DATA_checker <= 1;  
            end
        end
    end
end
endmodule
module SPI_Wrapper #(parameter MEM_DEPTH = 256 , parameter ADDR_SIZE = 8)(
    input clk , ss_n , MOSI , rst_n ,
    output MISO 
);
wire [9:0] rxdata;     
wire [7:0] txdata;     
wire rx_valid, tx_valid;  
SPI_SLAVE SPI(
    .MOSI(MOSI),
    .MISO(MISO),
    .clk(clk),
    .ss_n(ss_n),
    .rst_n(rst_n),
    .rx_data(rxdata),   
    .tx_data(txdata),   
    .rx_valid(rx_valid),  
    .tx_valid(tx_valid)   
);
RAM #(MEM_DEPTH, ADDR_SIZE) Ram (
    .din(rxdata),        
    .dout(txdata),       
    .clk(clk),
    .rx_valid(rx_valid),
    .tx_valid(tx_valid),
    .rst_n(rst_n)
);
endmodule
==> flow/run.sh <==
#!/bin/bash
# OpenROAD 26Q1-2900-gdf79404cd8, Yosys 0.63+post, stock flow scripts
make -C /OpenROAD-flow-scripts/flow DESIGN_CONFIG=/design/flow/config.mk WORK_HOME=/design/flow/orfs finish
==> flow/config.mk <==
export PLATFORM = sky130hd
export DESIGN_NAME = SPI_Wrapper
export DESIGN_NICKNAME = SPI_Wrapper
export VERILOG_FILES = /design/flow/design.v
export SDC_FILE = /design/flow/constraint.sdc
export NUM_CORES = 4
export LEC_CHECK = 1
export CORE_UTILIZATION = 40
==> flow/constraint.sdc <==
current_design SPI_Wrapper

set clk_period 42.1
set clk_io_pct 0.2

create_clock -name clk0 -period $clk_period [get_ports {clk}]

set non_clock_inputs [all_inputs -no_clocks]
set_input_delay [expr $clk_period * $clk_io_pct] -clock clk0 $non_clock_inputs
set_output_delay [expr $clk_period * $clk_io_pct] -clock clk0 [all_outputs]
==> results.txt <==
Quick summary of the implementation run below.

The run finished with clean final reports. The layout filler cell count is approximately 17,000. The largest net degree at the start of global routing is between 100 and 150. The quantity of I/O buffers inserted on ports is 4. The proportion of register bits with asynchronous set or reset after synthesis came out at about 1.4%. Per the timing report, the most critical flop-to-flop path originates at Ram.addr_re[0]. The endpoint of the worst hold path is reported as Ram.dout[2]. The standard-cell row count came out at 166. Per the CTS log, the root buffer master is sky130_fd_sc_hd__clkbuf_16. The ratio of total power to cell area is roughly 45 nW/um2. The layout overhead on the synthesized area is 12.1%. After clock tree synthesis, the flow added hold-fix buffers numbering 0. The arrival time reported for the critical path endpoint came out at around 11 ns. The HPWL after detailed placement is approximately 150,000 um. The longest incremental delay of any stage on the critical path is reported as about 0.72 ns. Once layout is done, the placed cells without fillers occupy between 90,000 and 100,000 um2. In the final timing run, aggregate negative setup slack is 0 ns. The worst-case max-slew headroom was logged as ~36%. For this run, the detailed router's first-pass iteration total came to 6. The yosys stat cell total came out at around 4,000.

Setup repair after global routing left no endpoint under its margin. The number of synthesis warnings is 2. After the first detailed-routing iteration, the DRC count stood at 3,132. STA reports a reg2reg setup slack of about 37 ns.

The via count of the first global-routing pass was around 46,000. The minimum setup slack in the final design came out at between 30 and 40 ns. The post-synth area from yosys stat came out at just over 80,000 um2. Based on the critical path, the design can be clocked at up to about 0.09 GHz. The sequential fraction of the synthesis area is about 76%. The total I/O pin count is 5.

In this run the critical register-to-register path is captured at Ram.dout[1]. The number of vias after detailed routing is 41,460. Ranking logic cells in the layout by count gives the top entries sky130_fd_sc_hd__edfxtp_1, sky130_fd_sc_hd__mux4_2, sky130_fd_sc_hd__nor2_1, sky130_fd_sc_hd__mux2i_1, sky130_fd_sc_hd__clkbuf_16.

The worst path in the final design needs a cycle of between 10 and 15 ns, including I/O delays and setup. The area of the core is just over 200,000 um2. For the worst min-delay path, the startpoint reported by OpenROAD is Ram.dout[2]. The beginning of the critical path is rst_n. The number of warnings in the stage logs came out at 37. The post-synthesis sequential element count is 2,108. The cell depth of the worst hold path is 2. The count of cells along the worst register-to-register path came out at 10.

After floorplanning, the die was sized to cover between 200,000 and 250,000 um2. The required time at the worst endpoint is listed as 42.55 ns. Looking at the critical path, the single cell with the biggest stage delay is sky130_fd_sc_hd__nand3_1. The fraction of layout cells with a size suffix above 1 came out at 20.3%.

According to the floorplan report, the die width is 457 um. The leftover overflow at the end of global routing is 0. The total of cells resized after clock tree synthesis came out at 0. The final weighted congestion recorded by global placement is approximately 0.98. The worst slack after detailed placement is approximately 30 ns. Synthesis produced a netlist whose cell count is about 4,100.

The post-synth tally of flip-flops with integrated enable is 2,048. The synthesis report names the predominant flop master as sky130_fd_sc_hd__edfxtp_1. The static power due to leakage is ~24 nW.

The number of clock buffers added by TritonCTS is between 200 and 250. The clock tree from TritonCTS is done. The total buffers and inverters traversed by the critical path came out at 2.

The worst setup path is of the in2reg kind. The floorplan-stage core utilization came out at approximately two fifths. The number of sinks handled by clock tree synthesis is around 2,100. The number of antenna violations at the first check in global routing is 9. The total global-route track usage came out at 24.7%.

The final number of hold-violating endpoints is 0. The clock insertion delay at the later pin of the skew report is around 0.85 ns. The setup skew after layout is 0.0612 ns. The routed design has 232,000 um of wire. For this run, the detailed router reports a per-instance via density of 5.88. The detail route stage leaves a number of antenna-violating nets equal to 0. The kind of end point of the critical path is a flip-flop.

Summing all multi-input logic gate instances after layout gives around 18,000 um2. The gate family responsible for the most delay along the worst path is simple AND/OR/NAND/NOR gates. The peak supply drop is 0.0000318 V. The path length in cells of the critical path came out at 6.

The script logs the mean routed wire length per placed instance as 32.9 um. After synthesis the cells add up to about 83,000 um2. The total number of H-tree levels came out at 4. Per the layout area report, the register area comes to 62,900 um2. The tally of unique sky130hd cells used after synthesis is around 70.

The average cell area after synthesis came out at about 20 um2. The slew at the pin closest to its max-slew limit came out at 0.958 ns. The clock transition at the registers of the reported paths came out at ~0.06 ns. Per the timing report, the biggest fanout along the worst path comes to 11.

The number of slew-limit violations in the final report is 0. The wire length of the first global-routing pass is ~330,000 um. The final tally of setup violations came out at 0. The most common cell after layout, fill and taps aside is sky130_fd_sc_hd__edfxtp_1. The die outline height is 457 um. In this run the worst hold path is classified as reg2reg. The largest buffer count on any clock path came out at 3.

Post-CTS timing repair inserted 0 buffers for setup. The ratio of final minimum period to clock period came out at roughly a quarter. The tally of max-capacitance violations is 0.

The DRC violations left is 0. The worst setup path is launched from an input port. The cell sequence reported for the critical path is buf_2 -> nand3_1 -> nor2_1 -> nand3_1 -> buf_4 -> nor2_1. The cell area after placement is ~86,000 um2.
report_power, final:
group,internal (mW),switching (mW),leakage [nW]
combinational,0.00129,0.00213,4.89
sequential,2.27,0.000705,15.7
clock,1.10,0.790,3.37
layer usage:
metal	routed length, um	GRT usage [%]
met1	73600	28.8
met2	103000	34.0
met3	43800	20.8
met4	10900	8.96
met5	321	1.54
cell type report:
type                       count  share of cell area, %
sequential                  2108                   67.9
clock buffer                 241                   5.82
timing repair buffer         145                   1.32
clock inverter               144                   1.76
multi-input combinational   1708                   19.5
antenna                        6                 0.0162
inverter                       9                 0.0392
tap                         2688                   3.63
registers in the layout, summed over array words and instances, names as in the netlist:
name                  flops
Ram.tx_valid              1
SPI.bus                  10
SPI.counter1              4
SPI.counter2              3
SPI.rx_valid              1
SPI.rx_data              10
Ram.addr_wr               8
SPI.cs                    5
SPI.MISO                  1
Ram.memory             2048
Ram.dout                  8
SPI.ADD_DATA_checker      1
Ram.addr_re               8
synthesized netlist by cell type (4+ instances only):
library cell / count / area share, %
sky130_fd_sc_hd__a211oi_1: 45 / 0.41
sky130_fd_sc_hd__mux2_2: 19 / 0.26
sky130_fd_sc_hd__buf_2: 44 / 0.27
sky130_fd_sc_hd__a22o_1: 13 / 0.14
sky130_fd_sc_hd__a32oi_1: 5 / 0.053
sky130_fd_sc_hd__a22oi_1: 63 / 0.57
sky130_fd_sc_hd__buf_4: 29 / 0.26
sky130_fd_sc_hd__edfxtp_1: 2048 / 74
sky130_fd_sc_hd__o31ai_1: 4 / 0.036
sky130_fd_sc_hd__dfstp_2: 6 / 0.19
sky130_fd_sc_hd__mux2i_1: 238 / 2.9
sky130_fd_sc_hd__buf_1: 6 / 0.027
sky130_fd_sc_hd__buf_12: 12 / 0.29
sky130_fd_sc_hd__o221ai_1: 42 / 0.44
sky130_fd_sc_hd__inv_1: 7 / 0.032
sky130_fd_sc_hd__or3_1: 13 / 0.098
sky130_fd_sc_hd__dfxtp_1: 30 / 0.73
sky130_fd_sc_hd__mux4_1: 54 / 1.7
sky130_fd_sc_hd__mux4_2: 373 / 10
sky130_fd_sc_hd__o22ai_1: 87 / 0.66
sky130_fd_sc_hd__a211o_1: 4 / 0.042
sky130_fd_sc_hd__clkbuf_1: 111 / 0.50
sky130_fd_sc_hd__nor2_1: 326 / 1.5
sky130_fd_sc_hd__nand3b_1: 4 / 0.036
sky130_fd_sc_hd__a21oi_1: 41 / 0.25
sky130_fd_sc_hd__nand4_1: 12 / 0.091
sky130_fd_sc_hd__nor2b_1: 31 / 0.23
sky130_fd_sc_hd__nor3_1: 28 / 0.17
sky130_fd_sc_hd__a31oi_1: 14 / 0.11
sky130_fd_sc_hd__buf_8: 16 / 0.29
sky130_fd_sc_hd__a2111oi_0: 11 / 0.12
sky130_fd_sc_hd__nand3_1: 59 / 0.36
sky130_fd_sc_hd__nand2_1: 95 / 0.43
sky130_fd_sc_hd__dfrtp_1: 24 / 0.73
sky130_fd_sc_hd__buf_6: 32 / 0.44
sky130_fd_sc_hd__o211ai_1: 7 / 0.064
sky130_fd_sc_hd__and3_1: 6 / 0.045
sky130_fd_sc_hd__xor2_1: 4 / 0.042
sky130_fd_sc_hd__and2_1: 15 / 0.11
sky130_fd_sc_hd__o21ai_0: 35 / 0.21
sky130_fd_sc_hd__nand2b_1: 8 / 0.061
sky130_fd_sc_hd__ha_1: 7 / 0.11
worst max-delay path by stage:
stage              endpoint  slack, ns
6_report  Ram.memory[80][6]      31.22
5_1_grt    Ram.memory[2][0]      30.97
4_1_cts    Ram.memory[2][0]      31.36
cells by family after synthesis:
kind of cell | synth area share (%)
XOR/XNOR | 0.0635
flip-flops | 76.0
adder cells (fa/ha/maj) | 0.106
AND-OR/OR-AND | 3.38
AND/OR/NAND/NOR | 3.28
buffers and inverters | 2.14
multiplexers | 15.0
tightest hold or removal path: stages (launching register included):
cell                       delay (ns)
sky130_fd_sc_hd__dfxtp_1         0.32
sky130_fd_sc_hd__nand2_1         0.05
sky130_fd_sc_hd__o311ai_1        0.06
through the flow:
step,total power [mW],hold WS (ns),cells,utilization (%)
after floorplan,2.31,0.420,4077,-
after global placement,2.31,0.455,6658,41.8
after detailed placement,2.31,0.446,6658,41.8
after CTS,4.19,0.460,7043,45.2
after global routing,4.27,0.506,7046,45.2
final,4.16,0.460,7049,45.2
Power is estimated from default activity; no workload was simulated.
